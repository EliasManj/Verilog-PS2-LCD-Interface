<file path="design/flow/run.sh">
#!/bin/bash
# OpenROAD 26Q1-2900-gdf79404cd8, Yosys 0.63+post, stock flow scripts
make -C /OpenROAD-flow-scripts/flow DESIGN_CONFIG=/design/flow/config.mk WORK_HOME=/design/flow/orfs finish
</file>
<file path="design/flow/config.mk">
export PLATFORM = sky130hd
export DESIGN_NAME = main
export DESIGN_NICKNAME = main
export VERILOG_FILES = /design/flow/design.v
export SDC_FILE = /design/flow/constraint.sdc
export NUM_CORES = 4
export LEC_CHECK = 1
export CORE_UTILIZATION = 30
</file>
<file path="design/flow/constraint.sdc">
current_design main

set clk_period 3.7
set clk_io_pct 0.2

create_clock -name clk0 -period $clk_period [get_ports {clk}]

set non_clock_inputs [all_inputs -no_clocks]
set_input_delay [expr $clk_period * $clk_io_pct] -clock clk0 $non_clock_inputs
set_output_delay [expr $clk_period * $clk_io_pct] -clock clk0 [all_outputs]
</file>
<file path="design/flow/design.v">
module keyboard (
  input clock,
  input ps2_data,
  input ps2_clk,
  output reg [7:0] led_g	 
);
parameter idle    = 2'b01;
parameter receive = 2'b10;
parameter ready   = 2'b11;
reg [1:0]  state=idle;
reg [15:0] rxtimeout=16'b0000000000000000;
reg [10:0] rxregister=11'b11111111111;
reg [1:0]  datasr=2'b11;
reg [1:0]  clksr=2'b11;
reg [7:0]  rxdata;
reg datafetched;
reg rxactive;
reg dataready;
always @(posedge clock ) 
begin 
  if(datafetched==1)
    led_g <=rxdata;
end  
always @(posedge clock ) 
begin 
  rxtimeout<=rxtimeout+1;
  datasr <= {datasr[0],ps2_data};
  clksr  <= {clksr[0],ps2_clk};
  if(clksr==2'b10)
    rxregister<= {datasr[1],rxregister[10:1]};
  case (state) 
    idle: 
    begin
      rxregister <=11'b11111111111;
      rxactive   <=0;
      dataready  <=0;
      rxtimeout  <=16'b0000000000000000;
      if(datasr[1]==0 && clksr[1]==1)
      begin
        state<=receive;
        rxactive<=1;
      end   
    end
    receive:
    begin
      if(rxtimeout==50000)
        state<=idle;
      else if(rxregister[0]==0)
      begin
        dataready<=1;
        rxdata<=rxregister[8:1];
        state<=ready;
        datafetched<=1;
      end
    end
    ready: 
    begin
      if(datafetched==1)
      begin
        state     <=idle;
        dataready <=0;
        rxactive  <=0;
      end  
    end  
  endcase
end 
endmodule
module main(
  input clk,
  input ps2_data,
  input ps2_clk,
  output logic [7:0] led_g,
  output logic [6:0] HEXD_5,
  output logic [6:0] HEXD_4
);
logic [7:0] key_data;
keyboard keyboard0 (.clock(clk), .ps2_data (ps2_data), .ps2_clk (ps2_clk), .led_g(key_data));
bit4To7Seg D7Seg (.value(key_data) , .HEX0_D(HEXD_4), .HEX1_D(HEXD_5));
always_comb led_g = key_data;
endmodule
module bit4To7Seg (
	input [7:0] value,
	output reg [6:0] HEX0_D,
	output reg [6:0] HEX1_D
);
always @ * begin
	case (value[3:0])
		0 : {HEX0_D} = {~7'b0111111}; 
		1 : {HEX0_D} = {~7'b0000110};
		2 : {HEX0_D} = {~7'b1011011}; 
		3 : {HEX0_D} = {~7'b1001111};
		4 : {HEX0_D} = {~7'b1100110}; 
		5 : {HEX0_D} = {~7'b1101101};
		6 : {HEX0_D} = {~7'b1111101}; 
		7 : {HEX0_D} = {~7'b0000111};
		8 : {HEX0_D} = {~7'b1111111}; 
		9 : {HEX0_D} = {~7'b1100111};
		10 : {HEX0_D} = {~7'b1110111}; 
		11 : {HEX0_D} = {~7'b1111111};
		12 : {HEX0_D} = {~7'b0111001}; 
		13 : {HEX0_D} = {~7'b0111111};
		14 : {HEX0_D} = {~7'b1111001}; 
		15 : {HEX0_D} = {~7'b1110001};
			endcase
end
always @ * begin
	case (value[7:4])
		0 : {HEX1_D} = {~7'b0111111}; 
		1 : {HEX1_D} = {~7'b0000110};
		2 : {HEX1_D} = {~7'b1011011}; 
		3 : {HEX1_D} = {~7'b1001111};
		4 : {HEX1_D} = {~7'b1100110}; 
		5 : {HEX1_D} = {~7'b1101101};
		6 : {HEX1_D} = {~7'b1111101}; 
		7 : {HEX1_D} = {~7'b0000111};
		8 : {HEX1_D} = {~7'b1111111}; 
		9 : {HEX1_D} = {~7'b1100111};
		10 : {HEX1_D} = {~7'b1110111}; 
		11 : {HEX1_D} = {~7'b1111111};
		12 : {HEX1_D} = {~7'b0111001}; 
		13 : {HEX1_D} = {~7'b0111111};
		14 : {HEX1_D} = {~7'b1111001}; 
		15 : {HEX1_D} = {~7'b1110001};
			endcase
end
endmodule
</file>
==> qor.json <==
{
  "pwr": {
    "p_int_mw": 1.49,
    "swShare": 0.274,
    "power.total_mw": 2.06,
    "vdd_drop_max_v": 0.000331,
    "cellPowerDensity_mw_per_mm2": 692,
    "power_switching_mw": 0.563,
    "sequentialPowerShare": 0.499,
    "power.share.combinational": 0.195,
    "power.clock.fraction": 0.307,
    "leakage_nw": 1.22
  },
  "worst_setup_path": {
    "crit_path_start_kind": "flip-flop",
    "required_ns": 3.67,
    "cp_cell_sequence": "inv_1 -> ha_1 -> and4_1 -> a211o_1 -> nor2_1",
    "critical_path.max_stage_delay_ns": 0.49,
    "arr_time_crit_path_ns": 1.93,
    "timing.critical_path.to_type": "flip-flop",
    "worst_path_max_delay_cell": "nor2_1",
    "ff2ff_path_depth": 5,
    "critPathMaxFanout": 8,
    "critPathKind": "flip-flop to flip-flop"
  },
  "routing": {
    "num_vias": 1633,
    "drt_pass1_iterations": 4,
    "drt_iter0_drc": 39,
    "antenna-diode-count": 0,
    "post_drt_wl_per_cell_um": 9.93,
    "vias_cell": 4.43,
    "post_detailed_route_count_of_antenna_violating_nets": 0,
    "postRouteWirelength_mm": 3.67,
    "remaining_drc_errors": 0
  },
  "timing": {
    "clock_skew_ns": 0.00684,
    "postLayoutSetupSlackWorst_ns": 1.74,
    "period_minus_slack_ns": 1.96,
    "timing.slew.headroom": 0.521,
    "finalHoldViolCount": 0,
    "maxSlewViolCount": 0,
    "min_period_over_period": 0.530,
    "setup_repair_after_global_routing_missed_its_margin": "false",
    "max_clock_freq_mhz": 510,
    "worst_pin_slew_ns": 0.717,
    "setup_total_negative_slack_ns": 0,
    "setup_violations": 0,
    "worst_hold_slack_ns": 0.336
  },
  "finish": {
    "synthToLayoutAreaGrowth_pct": 22.3,
    "post_route_non_filler_standard_cell_count": 369,
    "final_design_area_no_fill_mm2": 0.00297,
    "layout_cell_share_with_drive_strength_beyond_1": 0.0824,
    "post-route-util": 0.383,
    "n_fill_cell": 764
  },
  "synthesis": {
    "postSynth.topFlopCell": "dfxtp_1",
    "synth_area_mm2": 0.00243,
    "post-synth-top-count-cell": "dfxtp_1",
    "synth_sequential_area_ratio": 0.560,
    "ys_types": 39,
    "edf_count": 10,
    "synth_largest_type_area_fraction": 0.436,
    "synth_top_cell_by_area": "dfxtp_1",
    "synth_stat.cells": 237,
    "yosys-top-cells-count": "53 x dfxtp_1, 33 x nand2_1, 18 x nor2_1",
    "yosysWarningCount": 3,
    "post_synth.cell_area_avg_um2": 10.3,
    "synthCells": 237,
    "postSynthRegisterBits": 63,
    "asyncSetResetFlopFracSynth": 0,
    "ys_top_cells_by_area": "dfxtp_1 44%, edfxtp_1 12%, ha_1 6.2%, nand2_1 5.1%, nand3_1 3.5%",
    "synth_chip_area_mm2": 0.00243
  },
  "placed_design": {
    "place_inst": 353,
    "pre_cts_ws_ns": 1.73,
    "port_buffers": 24,
    "dpl-instance-area_mm2": 0.00276,
    "place_congestion": 0.778,
    "dp.final_hpwl_mm": 2.38
  },
  "clock_tree": {
    "cts.path.max_buffers": 2,
    "cts_repair_resize_count": 0,
    "insertion_delay_ns": 0.34,
    "cts_htree_levels": 3,
    "cts_num_sinks": 63,
    "postCtsSetupBuffers": 0,
    "hold_buffer_count_at_cts": 0,
    "tritoncts_clock_tree": "done",
    "clkTransAtPathRegs_ns": 0.06,
    "numCtsBuffers": 9,
    "cts_root_buffer": "clkbuf_8"
  },
  "flow_run": {
    "tool_warnings": 34,
    "number_of_violations_of_the_max_capacitance_limit": 0
  },
  "die": {
    "num_io_pins": 25,
    "die.size.y_um": 92.0,
    "fp.coreArea_mm2": 0.00777,
    "row_count": 32,
    "initCoreUtil": 0.313,
    "die_w_um": 92.0,
    "die_area_mm2": 0.00847
  },
  "grt": {
    "grt_first_pass_wirelength_mm": 6.67,
    "via_count_of_the_first_global_routing_pass": 1527,
    "antenna_found_initial": 0,
    "grt_remaining_overflow": 0,
    "globalRouteTotalUtil": 0.0990,
    "grt_start_max_net_pins": 15
  },
  "status": {
    "outcome": "completed"
  },
  "worst_hold_path": {
    "hold_path_depth": 0,
    "min_path_type": "flip-flop to flip-flop"
  }
}
## worst max-delay path, delay by kind of cell (launching register included)
kind / cells / cell delay, ns
adders and majority gates: 1 / 0.18
buffers and inverters: 1 / 0.06
and+or+nand+nor: 2 / 0.67
AOI/OAI and AO/OA: 1 / 0.29
DFF: 1 / 0.39
## registers in the layout, summed over array words and instances, names as in the netlist
signal                flops
keyboard0.datasr          2
keyboard0.rxtimeout      16
keyboard0.state           2
HEXD_4                    7
keyboard0.clksr           2
keyboard0.led_g           8
keyboard0.rxregister     11
keyboard0.rxdata          8
HEXD_5                    7
## cells by family after synthesis
family / count (synthesis) / share of synthesized area
and+or+nand+nor: 98 / 0.209
DFF: 63 / 0.560
buffers and inverters: 23 / 0.0376
AOI/OAI and AO/OA: 21 / 0.0561
xor gates and xnor gates: 14 / 0.0504
adders and majority gates: 12 / 0.0618
muxes: 6 / 0.0247
## routing by layer
layer,track usage,vias up,wire [um]
li1,-,847,-
met1,0.141,739,1840
met2,0.149,39,1550
met3,0.0380,8,214
met4,0.0156,0,65
met5,0,-,0
## worst paths after layout
path / endpoint / slack, ns / startpoint
hold reg to reg: keyboard0.datasr[1]$_DFF_P_ / 0.34 / keyboard0.datasr[0]$_DFF_P_
setup reg to reg: keyboard0.rxdata[2]$_DFFE_PP_ / 1.74 / keyboard0.rxtimeout[0]$_SDFF_PN0_
setup / recovery: keyboard0.rxdata[2]$_DFFE_PP_ / 1.74 / keyboard0.rxtimeout[0]$_SDFF_PN0_
hold / removal: keyboard0.datasr[1]$_DFF_P_ / 0.34 / keyboard0.datasr[0]$_DFF_P_
## final cells by class
cell class | count | area [um^2] | share of cell area
flip-flops and latches | 63 | 1360 | 0.458
multi-input cells | 151 | 978 | 0.329
repair buffers | 25 | 248 | 0.0833
clock buffers | 10 | 128 | 0.0429
well taps | 102 | 128 | 0.0429
clock inverters | 6 | 85.1 | 0.0286
inverters | 12 | 45.0 | 0.0152
## power by group through the flow
stage	logic [mW]	clock network, mW	registers, mW
after CTS	0.407	0.648	1.03
after global routing	0.466	0.682	1.05
final	0.400	0.631	1.03
## cells in the final DEF (no fill, tap or decap), types with 5 or more instances in the layout
cell	instances
dfxtp_1	53
nand2_1	33
clkdlybuf4s50_1	24
nor2_1	18
nand3_1	17
inv_1	12
ha_1	12
edfxtp_1	10
clkbuf_8	9
xor2_1	7
xnor2_1	7
mux2i_1	6
a21oi_1	5
nand2b_1	5
Power figures rest on the tool's default switching activity, not on a simulated workload.
