**flow/run.sh**
```bash
#!/bin/bash
# OpenROAD 26Q1-2900-gdf79404cd8, Yosys 0.63+post, stock flow scripts
make -C /OpenROAD-flow-scripts/flow DESIGN_CONFIG=/design/flow/config.mk WORK_HOME=/design/flow/orfs finish
```
**flow/design.v**
```verilog
module ddebouncer(
	input button,
	input clk,
	output logic result
);
logic ff1_out;
logic ff2_out;
logic ff3_out;
logic [3:0] counter;
logic cout;
logic sclr;
always_comb sclr = ff1_out^ff2_out;
always_comb cout = counter[3];
always_comb result = ff3_out;
always_ff @(posedge clk) begin
	ff1_out <= button;
	ff2_out <= ff1_out;
	if(cout)
		ff3_out <= ff2_out;
end
always_ff @(posedge clk) begin
	if (sclr) 
		counter = 4'd0;
	else if (~cout)
		counter = counter + 4'd1;
end
endmodule
```
**flow/constraint.sdc**
```tcl
current_design ddebouncer

set clk_period 1.3
set clk_io_pct 0.2

create_clock -name clk0 -period $clk_period [get_ports {clk}]

set non_clock_inputs [all_inputs -no_clocks]
set_input_delay [expr $clk_period * $clk_io_pct] -clock clk0 $non_clock_inputs
set_output_delay [expr $clk_period * $clk_io_pct] -clock clk0 [all_outputs]
```
**flow/config.mk**
```make
export PLATFORM = sky130hd
export DESIGN_NAME = ddebouncer
export DESIGN_NICKNAME = ddebouncer
export VERILOG_FILES = /design/flow/design.v
export SDC_FILE = /design/flow/constraint.sdc
export NUM_CORES = 4
export LEC_CHECK = 1
export CORE_AREA = 10 10 70 70
export DIE_AREA = 0 0 80 80
```
==> results_dict.tcl <==
# collected from the flow reports
set metrics [dict create \
    end_kind "output pin" \
    setup_tns_ns 0 \
    cts-buffers-inserted 3 \
    critPathTopFamily "flip-flops" \
    finClkSkew_ns 0.00152 \
    wl_per_cell_um 4.60 \
    status "finished, final reports clean" \
    wl_um 322 \
    clkSlewWorstSetupHoldPaths_ns 0.05 \
    ioPinCount 3 \
    use_met3 0.00227 \
    top_cell_area_share 0.525 \
    coreArea_um2 3420 \
    drtIter0Drc 0 \
    grt_use_total 0.0107 \
    die_w_um 80 \
    met2_usage 0.0169 \
    synth_flops 7 \
    critPathLaunchType "flop" \
    final_cells 70 \
    period_used_share 0.761 \
    clock-sinks 7 \
    timing.rr.start "counter[0]" \
    max_freq_ghz 1.01 \
    fin_area_um2 335 \
    cp_num_buf_inv 1 \
    cp_cell_sequence "dlymetal6s2s_1" \
    vias 148 \
    r2r-end "counter[2]" \
    diodes 0 \
    hold_ws_ns 0.365 \
    syn_to_final_growth_pct 46.4 \
    xor_share 0.115 \
    synthCells 18 \
    slew_headroom 0.778 \
    path_class "reg2out" \
    report.power.total_uw 498 \
    dp.cells 66 \
    place_area_um2 307 \
    synth_top_flop_cell "dfxtp_1" \
    cts_hold_buf 0 \
    ctsResizeCount 0 \
    rows 21 \
    tightest_slew_ns 0.332 \
    synthAoiAreaFrac 0.0273 \
    async_flop_share 0 \
    synth_stat.cells 18 \
    ys_top_cells_by_count "6 x dfxtp_1, 4 x nor2_1, 2 x xor2_1" \
    setup_viol 0 \
    setup_slack_ns 0.310 \
    hold_start "ff1_out" \
    top_cell "dfxtp_1" \
    arrival_ns 0.73 \
    grt_busiest_layer "met2" \
    clk_path_buf_depth 2 \
    fin_util 0.0982 \
    place_congestion 0.687 \
    vias_per_cell 2.11 \
    num-fill-cells 403 \
    hold_path.class "reg2reg" \
    simple_gate_area_frac 0.104 \
    place_ws_ns 0.270 \
    io_buffers 2 \
    overflow 0 \
    r2r_cells 4 \
    topCombFamilyByArea "XOR/XNOR gates" \
    tool_warnings 25 \
    critPathMaxFanout 1 \
    area_leaders "dfxtp_1 52%, edfxtp_1 13%, xor2_1 7.7%, nor2_1 6.6%, ha_1 5.5%" \
    yosys_warnings 1 \
    adder_share 0.0546 \
    die_y_um 80 \
    syn_area_um2 229 \
    ys_seq_frac 0.656 \
    top_area_cell "dfxtp_1" \
    die_area_um2 6400 \
    synth_area_per_cell_um2 12.7 \
    h-tree-depth 1 \
    rsz0062_at_grt "no" \
    drc_errors 0 \
    root_buffer "clkbuf_4" \
    worst_hold_path.num_cells 0 \
    antenna_found_initial 0 \
    vdd_drop_max_mv 0.166 \
    cts_setup_buffers 0 \
    clock_latency_ns 0.25 \
    grt_max_degree 6 \
    power.density_nw_per_um2 1480 \
    grt_pass1_vias 159 \
    finalHoldViolCount 0 \
    p_leak_nw 0.127 \
    mux_share 0.0437 \
    reg2reg_setup_slack_ns 0.31 \
    drtPass1Iterations 1 \
    ys_types 9 \
    yosysChipArea_um2 229 \
    grt_pass1_wl_um 593 \
    grtUsageMet1 0.0121 \
    timing.final.crit_period_ns 0.990 \
    cp_slowest_cell "edfxtp_1" \
    synth-edff-count 1 \
    maxCapViolCount 0 \
    hold-path-endpoint "ff2_out" \
    slew_violations 0 \
    cts_tree "done" \
    critPathMaxStageDelay_ns 0.35 \
    layout-drive-gt1-share 0.167 \
    fp_util 0.0670 \
    worstPathRequired_ns 1.04 \
    detail-route-antenna-nets 0 \
]
## sequential cells by signal (all words and copies together), names as in the netlist
name and flops:
counter 4, ff1_out 1, ff2_out 1, ff3_out 1
## metal layers
metal / routed length (µm) / vias to the layer above
met5: 0 / -
met4: 6 / 0
met3: 2 / 2
met2: 174 / 2
met1: 138 / 72
li1: - / 72
## area by class of cell
class	instances	area, µm²	share of cell area
sequential	7	150	0.448
multi-input combinational	11	78.8	0.235
tap	46	57.6	0.172
clock buffer	4	26.3	0.0784
timing repair buffer	2	22.5	0.0672
## how the worst max path moves through the flow
stage	from	endpoint	slack, ns	depth (start not counted)
6_report	ff3_out	result	0.31	1
4_1_cts	ff3_out	result	0.002	1
5_1_grt	counter[0]	counter[2]	0.26	4
## cell usage in the layout (no fill, tap or decap), drive strengths merged
master	n
dfxtp	6
nor2	4
clkbuf	4
xor2	2
nor2b	1
xnor2	1
a31oi	1
mux2i	1
ha	1
edfxtp	1
clkdlybuf4s50	1
dlymetal6s2s	1
## cells by family (layout without fill, tap and decap cells)
| logic type | Yosys count | count (layout) |
|---|---|---|
| flops | 7 | 7 |
| xor+xnor | 3 | 3 |
| simple gates | 5 | 5 |
| buf+inv | 0 | 6 |
| compound gates | 1 | 1 |
| mux | 1 | 1 |
| fa+ha+maj | 1 | 1 |
## report_power, final
part	switching (mW)	total, mW	internal [mW]	leakage, nW
Combinational	0.0202	0.0458	0.0255	0.0528
Sequential	0.0167	0.259	0.242	0.0587
Clock	0.0760	0.193	0.117	0.0150
Total	0.113	0.498	0.385	0.127
Power and IR drop assume default switching activity.
