[/design/flow/design.v]
module main2(
	input ps2_data,
	input ps2_clk,
	input clk,
	output led_r,
	output [7:0] led_g,
	output led_r2,
	output logic [6:0] HEXD_5,
   output logic [6:0] HEXD_4
);
logic ps2_code_new;
logic [7:0] ps2_code;
always_comb led_g = ps2_code;
always_comb led_r2 = ps2_code_new;
ps2interface ps2(.ps2_data(ps2_data), .ps2_clk(ps2_clk), .clk(clk), .ps2_code(ps2_code), .ps2_code_new(ps2_code_new), .error(led_r));
bit4To7Seg D7Seg (.value(ps2_code) , .HEX0_D(HEXD_4), .HEX1_D(HEXD_5));
endmodule
module bit4To7Seg (
	input [7:0] value,
	output reg [6:0] HEX0_D,
	output reg [6:0] HEX1_D
);
always @ * begin
	case (value[3:0])
		0 : {HEX0_D} = {~7'b0111111}; 
		1 : {HEX0_D} = {~7'b0000110};
		2 : {HEX0_D} = {~7'b1011011}; 
		3 : {HEX0_D} = {~7'b1001111};
		4 : {HEX0_D} = {~7'b1100110}; 
		5 : {HEX0_D} = {~7'b1101101};
		6 : {HEX0_D} = {~7'b1111101}; 
		7 : {HEX0_D} = {~7'b0000111};
		8 : {HEX0_D} = {~7'b1111111}; 
		9 : {HEX0_D} = {~7'b1100111};
		10 : {HEX0_D} = {~7'b1110111}; 
		11 : {HEX0_D} = {~7'b1111111};
		12 : {HEX0_D} = {~7'b0111001}; 
		13 : {HEX0_D} = {~7'b0111111};
		14 : {HEX0_D} = {~7'b1111001}; 
		15 : {HEX0_D} = {~7'b1110001};
			endcase
end
always @ * begin
	case (value[7:4])
		0 : {HEX1_D} = {~7'b0111111}; 
		1 : {HEX1_D} = {~7'b0000110};
		2 : {HEX1_D} = {~7'b1011011}; 
		3 : {HEX1_D} = {~7'b1001111};
		4 : {HEX1_D} = {~7'b1100110}; 
		5 : {HEX1_D} = {~7'b1101101};
		6 : {HEX1_D} = {~7'b1111101}; 
		7 : {HEX1_D} = {~7'b0000111};
		8 : {HEX1_D} = {~7'b1111111}; 
		9 : {HEX1_D} = {~7'b1100111};
		10 : {HEX1_D} = {~7'b1110111}; 
		11 : {HEX1_D} = {~7'b1111111};
		12 : {HEX1_D} = {~7'b0111001}; 
		13 : {HEX1_D} = {~7'b0111111};
		14 : {HEX1_D} = {~7'b1111001}; 
		15 : {HEX1_D} = {~7'b1110001};
			endcase
end
endmodule
module ps2interface(
	input ps2_data,
	input ps2_clk,
	input clk,
	output logic [7:0] ps2_code,
	output logic ps2_code_new,
	output logic error
);
logic ps2_dataR;
logic ps2_clkR;
always_ff @(posedge clk) begin
	ps2_dataR <= ps2_data; 
	ps2_clkR <= ps2_clk;
end
logic sr10;
logic sr9;
logic sr8;
logic sr7;
logic sr6;
logic sr5;
logic sr4;
logic sr3;
logic sr2;
logic sr1;
logic sr0;
initial sr10 = 1'b0;
initial sr9 = 1'b0;
initial sr8 = 1'b0;
initial sr7 = 1'b0;
initial sr6 = 1'b0;
initial sr5 = 1'b0;
initial sr4 = 1'b0;
initial sr3 = 1'b0;
initial sr2 = 1'b0;
initial sr1 = 1'b0;
initial sr0 = 1'b0;
always_ff @(negedge ps2_clk) begin
	sr10 <= ps2_dataR;
	sr9 <= sr10;
	sr8 <= sr9;
	sr7 <= sr8;
	sr6 <= sr7;
	sr5 <= sr6;
	sr4 <= sr5;
	sr3 <= sr4;
	sr2 <= sr3;
	sr1 <= sr2;
	sr0 <= sr1;
end 
logic [15:0] counter;
logic counter_clr; 
logic eq55;
always_comb counter_clr = ~ps2_clkR;
always_comb eq55  = (counter==16'd1389);
initial counter <= 16'd0;
always_ff @(posedge clk) begin
	if ((counter_clr))
		counter <= 16'd0;
	else if (~eq55)
		counter <= counter + 16'd1;
end
always_comb error = ~(~ sr0 & sr10 & (sr9 ^ sr8 ^
        sr7 ^ sr6 ^ sr5 ^ sr4 ^ sr3 ^ 
        sr2 ^ sr1));
logic andCode;
always_comb andCode = (~error)&(eq55);
logic prev_ps2_code_same;
always_ff @(posedge clk) begin
	if((~(ps2_code=={sr8,sr7,sr6,sr5,sr4,sr3,sr2,sr1}))&(andCode))
	ps2_code_new <= 1'b1;
	else ps2_code_new <= 1'b0;
end
always_ff @(posedge clk) begin
	if (andCode)
		ps2_code <= {sr8,sr7,sr6,sr5,sr4,sr3,sr2,sr1};
end
endmodule
[/design/flow/run.sh]
#!/bin/bash
# OpenROAD 26Q1-2900-gdf79404cd8, Yosys 0.63+post, stock flow scripts
make -C /OpenROAD-flow-scripts/flow DESIGN_CONFIG=/design/flow/config.mk WORK_HOME=/design/flow/orfs finish
[/design/flow/config.mk]
export PLATFORM = sky130hd
export DESIGN_NAME = main2
export DESIGN_NICKNAME = main2
export VERILOG_FILES = /design/flow/design.v
export SDC_FILE = /design/flow/constraint.sdc
export NUM_CORES = 4
export LEC_CHECK = 1
export CORE_UTILIZATION = 30
[/design/flow/constraint.sdc]
current_design main2

set clk_period 5.0
set clk_io_pct 0.2

create_clock -name clk0 -period $clk_period [get_ports {clk}]
create_clock -name clk1 -period $clk_period [get_ports {ps2_clk}]

set non_clock_inputs [all_inputs -no_clocks]
set_input_delay [expr $clk_period * $clk_io_pct] -clock clk0 $non_clock_inputs
set_output_delay [expr $clk_period * $clk_io_pct] -clock clk0 [all_outputs]
==> impl_metrics.ini <==
; implementation run metrics
[place]
dp_hpwl_um = 3070
globalplace.congestion = 0.785
placed_cell_area_mm2 = 0.00295
port_buffers = 25
pre_cts_setup_slack_ps = -52.2

[pwr]
max_ir_drop_vdd_uv = 256
power_density_mw_per_mm2 = 353
cell_internal_pwr_w = 0.000938
seq_power_share = 0.383
post-layout-total-power_w = 0.00126
pwr-share-clk = 0.356
p_sw_frac = 0.258
leakagePower_nw = 1.49
power_switching_w = 0.000325
power.share.combinational = 0.262

[global_route]
use_met2 = 0.158
overflow = 0
grtUsageTotal = 0.120
grt_busiest_layer = met1
grt_pass1_wl_um = 7820
number_of_antenna_violations_at_the_first_check_in_global_routing = 0
first_global_vias = 1714
grt_start_max_net_pins = 17
grt_util_met1 = 0.193
grtUsageMet3 = 0.0374

[synth]
ys_seq_frac = 0.472
cell_area_leaders = sky130_fd_sc_hd__dfxtp_1, sky130_fd_sc_hd__edfxtp_1, sky130_fd_sc_hd__ha_1
syn-mean-instance-area_um2 = 11.4
combined_area_of_all_synthesized_cells_mm2 = 0.00237
top_cell_area_share = 0.371
post_synthesis_cell_count = 209
synth_stat.cells = 209
ys_chip_area_mm2 = 0.00237
synth_warn = 5
synth.ff_latch_count = 52
cell_type_with_the_highest_aggregate_area_in_the_netlist = sky130_fd_sc_hd__dfxtp_1
netlist-cell-type-count = 40

[timing]
setup_slack_ps = -196
rsz0062_at_grt = true
timing.slew.headroom = 0.710
finalHoldWorstSlack_ps = -65.3
finalSetupViolCount = 5
finalHoldViolCount = 1
timing.clock.skew_ps = 12.5
slew_violations = 0
max_slew.worst_pin.slew_ps = 434
fin_setup_tns_ps = -445

[floorplanning]
floorplan.die.height_um = 91.0
width_of_the_chip_um = 91.0
die_area_mm2 = 0.00827
rows = 32
fp_util = 0.309
core_area_mm2 = 0.00769
top_level_ports = 27

[cts]
clk_pin_slew_worst_paths_ps = 70
cts_tree = done
cts.hold.buffers_added = 0

[detailed_routing]
drt.antenna.violating_nets = 0
wl_per_cell_um = 12.2
wl_um = 4860
vias = 1800
drt_iter0_drc = 46
drtPass1Iterations = 4
viasPerCell = 4.50
drt_drc_violations_left = 0
ant_diodes = 0

[critical_path]
reg2reg_depth = 11
crit_path_cell_trace = xnor2_2 > xnor2_1 > xnor2_1 > xnor2_1 > nand2b_1 > buf_2
worstSetupPathType = reg -> out
worst_setup_path_start_kind = register
arrival_ps = 4200
cell_seen_most_often_among_critical_path_stages = sky130_fd_sc_hd__xnor2_1
cpPeakStageDelay_ps = 330
crit_path_max_fanout = 2
worst_setup_path_end_kind = output pin
cpMaxStageDelayCell = sky130_fd_sc_hd__dfxtp_2
crit_required_ps = 4000

[finish]
layout-drive-gt1-share = 0.339
fillCellCount = 675
most-common-layout-cells = sky130_fd_sc_hd__dfxtp_1, sky130_fd_sc_hd__buf_4, sky130_fd_sc_hd__clkdlybuf4s50_1
final_common_cell = sky130_fd_sc_hd__dfxtp_1
end_of_flow_core_utilization = 0.465
area_growth_syn_to_layout_pct = 50.6
design_area_mm2 = 0.00357

[hold_path]
holdPathStages = 2
hp-class = clk -> reg

[status]
violations = negative hold slack, negative setup slack
run_status = complete, but fails checks

[job]
drv_cap = 0
stage_log_warnings = 38
flip-flops by register name, indices dropped and copies added, names as in the netlist, 7 cells and up:
| signal | count |
|---|---|
| HEXD_4 | 7 |
| ps2.ps2_code | 8 |
| HEXD_5 | 7 |
| ps2.counter | 16 |
metal layers:
layer / up-vias / part of all wire
li1: 906 / -
met1: 855 / 0.52
met2: 29 / 0.42
met3: 10 / 0.040
met4: 0 / 0.014
met5: - / 0
path summary, 6_finish.rpt:
check	startpoint	endpoint	slack (ps)
worst max-delay path	ps2.sr3	led_r	-200
worst min-delay path	ps2_clk	ps2.ps2_clkR	-70
worst max register to register	ps2.sr3	HEXD_4[3]	-110
worst min register to register	ps2.sr10	ps2.sr9	350
max in group clk1	ps2.ps2_dataR	ps2.sr10	2220
min in group clk1	ps2.sr10	ps2.sr9	350
timing repair:
item                                    4_1_cts  5_1_grt
endpoints found under the setup margin       15       23
gates resized                                30       29
hold endpoints to repair                      0        0
pin swaps                                     7       10
gates cloned                                  0        1
setup buffers                                13        9
per-stage QoR:
step / instances / hold WS (ps)
detailed placement: 358 / 27.7
global route: 400 / -73.3
floorplan: 209 / 27.7
CTS: 394 / -68.8
global placement: 358 / 27.7
finish: 400 / -65.3
kinds of logic (layout without fill, tap and decap cells):
| family | after synthesis | count (layout) | synth area share |
|---|---|---|---|
| and+or+nand+nor | 61 | 61 | 0.168 |
| DFF | 52 | 52 | 0.472 |
| xor gates and xnor gates | 29 | 29 | 0.107 |
| AOI/OAI and AO/OA | 23 | 23 | 0.0696 |
| muxes | 20 | 20 | 0.0912 |
| adders and majority gates | 12 | 12 | 0.0633 |
| buffers and inverters | 12 | 101 | 0.0285 |
area by class of cell:
| type | count | area (um2) | area share |
|---|---|---|---|
| flip-flops and latches | 52 | 1130 | 0.315 |
| repair buffers | 68 | 636 | 0.178 |
| well taps | 102 | 128 | 0.0357 |
| inverters | 7 | 26.3 | 0.00735 |
| clock inverters | 14 | 78.8 | 0.0221 |
| clock buffers | 12 | 155 | 0.0434 |
| multi-input cells | 145 | 1420 | 0.398 |
power groups by stage:
stage / clock network, W / registers, W / logic [W]
CTS: 0.000468 / 0.000484 / 0.000287
global route: 0.000492 / 0.000488 / 0.000359
finish: 0.000449 / 0.000483 / 0.000331
synth_stat cells (all sizes together):
cell type and number:
xnor2 17, a21boi 2, nand2b 2, nor3b 2, buf 3, ha 12
a21o 2, a211o 2, inv 8, or3 2, edfxtp 8, and3 3
mux2 4, nor2 6, o211a 3, nand2 8, a21oi 3, o211ai 2
nor2b 1, and4 1, o21ai 6, nand3 11, clkbuf 1, o31ai 2
a211oi 1, nor4b 2, mux2i 16, nor4 2, dfxtp 44, nor3 1
nand4 5, and2 15, xor2 12
critical path, delay by kind of cell (launching register included):
family	cells	cell delay, ps
xor gates and xnor gates	4	690
DFF	1	330
and+or+nand+nor	1	120
buffers and inverters	1	120
Power figures rest on the tool's default switching activity, not on a simulated workload.
